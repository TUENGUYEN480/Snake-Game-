--- ./run.sh ---
#!/bin/bash
# OpenROAD 26Q1-2900-gdf79404cd8, Yosys 0.63+post, stock flow scripts
make -C /OpenROAD-flow-scripts/flow DESIGN_CONFIG=/design/flow/config.mk WORK_HOME=/design/flow/orfs finish
--- ./config.mk ---
export PLATFORM = sky130hd
export DESIGN_NAME = VGA_controller
export DESIGN_NICKNAME = VGA_controller
export VERILOG_FILES = /design/flow/design.v
export SDC_FILE = /design/flow/constraint.sdc
export NUM_CORES = 4
export LEC_CHECK = 1
export CORE_AREA = 10 10 87 87
export DIE_AREA = 0 0 97 97
--- ./constraint.sdc ---
current_design VGA_controller

set clk_period 2.8
set clk_io_pct 0.2

create_clock -name clk0 -period $clk_period [get_ports {clk_i}]

set non_clock_inputs [all_inputs -no_clocks]
set_input_delay [expr $clk_period * $clk_io_pct] -clock clk0 $non_clock_inputs
set_output_delay [expr $clk_period * $clk_io_pct] -clock clk0 [all_outputs]
--- ./design.v ---
module VGA_controller (
input logic clk_i,
input logic reset,
output logic hsync, vsync,
 output logic  display_on_o,
 output logic  [9:0] hpos,
 output  logic [9:0] vpos
 ); 
 logic hmaxxed;
 logic vmaxxed;
 logic HSYN_i;
 logic VSYN_i;
  localparam H_DISPLAY = 640 ;  
  localparam H_BACK    = 48;  
 localparam H_FRONT    = 16;  
 localparam H_SYNC     = 96;  
 localparam V_DISPLAY  = 480;  
 localparam V_TOP      = 10;  
 localparam V_BOTTOM   = 33;  
 localparam V_SYNC     = 2;  
 localparam H_SYNC_START = H_DISPLAY + H_FRONT;   
 localparam H_SYNC_END= H_DISPLAY + H_FRONT + H_SYNC- 1;  
 localparam H_MAX= H_DISPLAY + H_BACK + H_FRONT + H_SYNC- 1;  
 localparam V_SYNC_START = V_DISPLAY + V_BOTTOM;       
 localparam V_SYNC_END = V_DISPLAY + V_BOTTOM + V_SYNC- 1;  
 localparam V_MAX = V_DISPLAY + V_TOP + V_BOTTOM + V_SYNC- 1;  
 assign hmaxxed = (hpos == H_MAX);  
 assign vmaxxed = (vpos == V_MAX); 
 always_ff @( posedge clk_i ) begin 
	if(hpos==H_MAX) hpos <= 0;
	else hpos <= hpos + 1;
end
 always_ff @( posedge clk_i ) begin 
 if(hpos==H_MAX) begin 
 if(vpos==V_MAX)
 vpos <= 0;
 else
 vpos <= vpos + 1;
 end 
 end 
  assign hsync = ~(hpos>=H_SYNC_START && hpos<=H_SYNC_END);
  assign vsync = ~(vpos>=V_SYNC_START && vpos<= V_SYNC_END);  
  assign display_on_o = (hpos<H_DISPLAY) && (vpos<V_DISPLAY);
endmodule
==> reports/summary.txt <==
Synth warnings -> 1
Post-synth top area share -> 28.47%
Crit path launch type -> flop
Leakage -> 0.5643 nW
Buf/Inv on CP -> 1
Core Region -> 5642 um^2
Hold buffers post-CTS -> 0
CP top delay family -> simple AND/OR/NAND/NOR gates
Arrival @ worst endpoint -> 1920 ps
WS Path Type -> flop to output port
ANT nets after route -> 0
Crit end category -> output port
Crit path max fanout -> 6
RSZ-0062 raised after global routing -> false
Period utilisation layout -> 88.69%
CTS tree -> built
Vias in the first global route -> 832
Register share after synthesis -> 47.45%
Yosys cell count -> 102
Die span in y -> 97 um
Post-synth top flop -> edfxtp_1
CP Depth -> 4
Vias -> 809
Gate Count Post-Synth -> 102
Most instantiated cells after synthesis -> 11 x nor2_1, 10 x dfxtp_1, 10 x edfxtp_1
ANT cells -> 0
Critical Path Max Stage Delay -> 550 ps
Clock-pin slew on the worst setup and hold paths -> 70 ps
Via-to-Cell Ratio -> 4.025
Initial antenna violation count -> 0
# setup viols final -> 0
Pins over their slew limit -> 0
Least-Margin Pin Slew -> 679.0 ps
H-tree levels -> 1
Min-Delay Path Class -> flop to flop
P&R area growth vs syn -> 34.64%
EDFF count, synth -> 10
Max-Cap Viols -> 0
Clock latency (worst-skew pair) -> 250 ps
FP Core Util -> 18.70%
Skew final -> 0.4590 ps
Post-layout instance count excluding filler cells -> 201
Crit path max-delay cell type -> or4b_4
Chip area in the Yosys report -> 1055 um^2
Pwr/cell area -> 347.5 nW/um^2
Setup TNS -> 0 ps
Leading area contributor after synthesis -> edfxtp_1
Final min period -> 2483 ps
Post-cts resize count -> 0
Avg Cell Area, Syn -> 10.34 um^2
Asr flop ratio synth -> 0%
Yosys reg bits -> 20
Number of distinct library cells after synthesis -> 23
Bufs on Longest Clock Path -> 2
Cell Chain, Critical Path -> or4b_4 -> nor2_1 -> o211ai_1 -> clkdlybuf4s50_1
Post-CTS setup buffers -> 0
Placed instance count -> 197
# DRC -> 0
Layout cell share with drive strength beyond 1 -> 6.202%
Max Fclk -> 402.7 MHz
IO buf count -> 23
Die Size -> 9409 um^2
Count of tool warnings -> 32
Cell with the most instances after synthesis -> nor2_1
Root buf cell -> clkbuf_8
Total Wirelength -> 2275 um
Status -> completed
Drt wl/cell -> 11.32 um
Top area cell types -> edfxtp_1 28%, dfxtp_1 19%, ha_1 8.3%
Post-detail-place hpwl -> 1661 um
First-pass GRT wire length -> 3974 um
Maximum vdd drop -> 0.1435 mV
1st-iter DRT viols -> 35
All-Layer GR Usage -> 4.775%
Die Width -> 97 um
Cells on Worst Hold Path -> 1
Worst r2r path cells -> 2
1st-pass router iterations -> 4
Worst endpoint required time -> 2240 ps
IO Pins -> 25
Mapped Area -> 1055 um^2
Row cnt -> 27
Total global routing overflow -> 0
Num CTS Buffers -> 3
Relative slew margins -> 54.59%
Largest net degree at the start of global routing -> 16
Clock sink count -> 20
Hold Fails Final Rpt -> 0
Routability congestion estimate -> 0.8151
Reg2reg setup slack -> 930 ps
layout make-up:
cell class / instances / area [um^2]
flip-flops and latches: 20 / 500.5
inverters: 6 / 22.52
fillers: 602 / 4222
well taps: 72 / 90.09
clock buffers: 4 / 45.04
multi-input cells: 76 / 531.8
repair buffers: 23 / 230.2
cells by family after synthesis:
group,synth area share (%)
AND-OR/OR-AND,6.167
flip-flops,47.45
buffers and inverters,2.135
AND/OR/NAND/NOR,25.98
adder cells (fa/ha/maj),8.303
XOR/XNOR,9.964
power by group:
| part | switching [mW] | leakage (nW) | total [mW] | internal [mW] |
|---|---|---|---|---|
| logic | 0 | 0.345 | 0.000000345 | 0 |
| clock network | 0.0884 | 0.0228 | 0.189 | 0.101 |
| registers | 0 | 0.197 | 0.304 | 0.304 |
registers in the layout, indices dropped and copies added (netlist names):
signal	flops
hpos	10
vpos	10
metal layers:
layer	wire (um)	up-vias	global-route usage [%]
met5	0	-	0
met3	185	2	1.791
met2	930	20	6.800
met1	1117	367	6.620
met4	42	0	1.240
li1	-	420	-
placed cells by master (no fill, tap or decap), types with 5 or more instances in the layout:
cell and instances:
and3_1 5, nor2_1 11, inv_1 6, clkdlybuf4s50_1 23, nand3_1 8, xnor2_1 5, dfxtp_1 10, edfxtp_1 10
xor2_1 7, ha_1 7
worst paths after layout:
| check | from | end |
|---|---|---|
| setup / recovery | vpos[6]$_SDFFCE_PN0N_ | vsync |
| hold / removal | hpos[0]$_SDFF_PN0_ | hpos[0]$_SDFF_PN0_ |
| setup reg to reg | hpos[7]$_SDFF_PN0_ | vpos[2]$_SDFFCE_PN0N_ |
| hold reg to reg | hpos[0]$_SDFF_PN0_ | hpos[0]$_SDFF_PN0_ |
stage by stage:
step | total power, mW | setup WS (ps) | utilization (%) | hold slack, ps | area (um^2)
5_1_grt | 0.5170 | 207.0 | 25.17 | 558.1 | 1420
4_1_cts | 0.5019 | 280.6 | 25.17 | 517.5 | 1420
2_1_floorplan | 0.3107 | 1117 | - | 441.8 | 1055
6_report | 0.4935 | 316.7 | 25.17 | 515.9 | 1420
3_5_place_dp | 0.3107 | 571.7 | 24.37 | 496.6 | 1375
3_3_place_gp | 0.3107 | 580.6 | 24.37 | 478.6 | 1375
No activity file was given, so power comes from the tool's default toggle rates.
