### flow/run.sh
#!/bin/bash
# OpenROAD 26Q1-2900-gdf79404cd8, Yosys 0.63+post, stock flow scripts
make -C /OpenROAD-flow-scripts/flow DESIGN_CONFIG=/design/flow/config.mk WORK_HOME=/design/flow/orfs finish
### flow/config.mk
export PLATFORM = sky130hd
export DESIGN_NAME = key_board
export DESIGN_NICKNAME = key_board
export VERILOG_FILES = /design/flow/design.v
export SDC_FILE = /design/flow/constraint.sdc
export NUM_CORES = 4
export LEC_CHECK = 1
export CORE_UTILIZATION = 50
### flow/constraint.sdc
current_design key_board

set clk_period 3.2
set clk_io_pct 0.2

create_clock -name clk0 -period $clk_period [get_ports {clk_i}]

set non_clock_inputs [all_inputs -no_clocks]
set_input_delay [expr $clk_period * $clk_io_pct] -clock clk0 $non_clock_inputs
set_output_delay [expr $clk_period * $clk_io_pct] -clock clk0 [all_outputs]
### flow/design.v
module debounce (
    input logic button_in,
    input logic clk_i,
    input logic reset,
    output logic button_out
);
    parameter DELAY = 20000;
    logic [23:0] count;
    logic button_prev; 
    always_ff @(posedge clk_i or posedge reset) begin
        if (reset) begin
            count <= 0;
            button_prev <= 1'b1;
            button_out <= 1'b1;
        end else begin
            if (button_in != button_prev) begin 
                button_prev <= button_in;
                count <= 0; 
            end else if (count < DELAY) begin 
                count <= count + 1;
            end
            if (count == DELAY) begin
                button_out <= button_in;
            end
        end
    end
endmodule
module key_board (
    input logic clk_i,
    input logic reset ,                     
    input logic KEY_0, KEY_1, KEY_2, KEY_3,
    output logic [3:0] direction_o
);
    logic key0_db, key1_db, key2_db, key3_db;
    debounce db0 (.button_in(KEY_0), .clk_i(clk_i), .reset(reset), .button_out(key0_db));
    debounce db1 (.button_in(KEY_1), .clk_i(clk_i), .reset(reset), .button_out(key1_db));
    debounce db2 (.button_in(KEY_2), .clk_i(clk_i), .reset(reset), .button_out(key2_db));
    debounce db3 (.button_in(KEY_3), .clk_i(clk_i), .reset(reset), .button_out(key3_db));
    logic up, down, left, right;
    assign up    = ~key0_db;
    assign down  = ~key1_db;
    assign left  = ~key2_db;
    assign right = ~key3_db;
	 logic [3:0]current_direction;
    always_ff @(posedge clk_i) begin
		if (reset) begin 
		direction_o =4'b0000;
		current_direction =4'b0000;
		end else begin 
        if (up && !(down || left || right)&& (current_direction != 4'b0010))    begin 
			direction_o <= 4'b0001;  
			current_direction <= 4'b0001;
		 end else if (down && !(up || left || right)&& (current_direction != 4'b0001)) begin 
			direction_o <= 4'b0010;  
			current_direction <= 4'b0010;
       end else if (left && !(up || down || right)&& (current_direction !=4'b1000)) begin
			direction_o <= 4'b0100;  
			current_direction <= 4'b0100;
       end else if (right && !(up || down || left)&& (current_direction !=4'b0100)) begin
			direction_o <= 4'b1000;  
			current_direction <= 4'b1000;
       end else begin 
			direction_o <= direction_o;
			current_direction <=current_direction;  
		 end
end 
end 
endmodule
==> results.sh <==
# yosys + openroad results
export IMPL_status="completed"
export IMPL_top_layer_used="met4"
export IMPL_area_delta_synth_final_pct=15.04
export IMPL_cts_buffers=17
export IMPL_peakVddDrop_mv=0.5086
export IMPL_powerDensity_mw_per_mm2=544.2
export IMPL_vias_per_cell=5.645
export IMPL_ys_seq_share_pct=50.95
export IMPL_grt_pass1_wl_mm=17.93
export IMPL_die_y_um=106.7
export IMPL_worstPathRequired_ps=3630
export IMPL_warnings=29
export IMPL_first_pass_iters=5
export IMPL_overflow=0
export IMPL_largest_area_cell="dfrtp_1"
export IMPL_ff_type="dfrtp_1"
export IMPL_num_fill_cells=842
export IMPL_synthTopCellsByArea="dfrtp_1 (44%), and2_1 (5.1%), dfstp_2 (3.8%)"
export IMPL_fin_area_mm2=0.006306
export IMPL_ys_flops=113
export IMPL_ant_nets=0
export IMPL_clock_latency_ps=510
export IMPL_clkSlewWorstSetupHoldPaths_ps=50
export IMPL_wirelength_mm=10.13
export IMPL_worstSetupStartpointType="flop"
export IMPL_grt_use_total_pct=20.14
export IMPL_postCtsSetupRepairBufs=0
export IMPL_min_delay_path_class="reg2reg"
export IMPL_ctsHoldBuffers=0
export IMPL_fin_crit_ps=2320
export IMPL_end_kind="flop"
export IMPL_chip_area_mm2=0.01139
export IMPL_dpl_hpwl_mm=6.671
export IMPL_root_buffer="clkbuf_8"
export IMPL_skew_ps=6.435
export IMPL_clock_sinks=113
export IMPL_fmax_mhz=431.0
export IMPL_coreArea_mm2=0.01046
export IMPL_slew_headroom_pct=45.34
export IMPL_tritoncts="built"
export IMPL_rsz0062_at_grt="no"
export IMPL_syn_avg_cell_area_um2=10.36
export IMPL_finalWeightedCongestion=0.8446
export IMPL_stdcell_count=701
export IMPL_placed_area_mm2=0.005757
export IMPL_yosysUniqueCellTypes=64
export IMPL_synth_edff_count=0
export IMPL_wl_met3_um=341
export IMPL_ys_top_cells_by_count="dfrtp_1 (96), and2_1 (45), nor2_1 (39), nand2_1 (33), nand3_1 (28)"
export IMPL_grt_pass1_vias=3898
export IMPL_drive_above_1_share_pct=12.04
export IMPL_finalSetupViolations=0
export IMPL_setup_tns_final_ps=0
export IMPL_cts_resized=0
export IMPL_netlist_area_mm2=0.005482
export IMPL_place_port_buffers=9
export IMPL_synthCells=529
export IMPL_ys_warn_count=2
export IMPL_critPathKind="reg2reg"
export IMPL_synth_top_area_share_pct=43.83
export IMPL_place_inst=669
export IMPL_grt_max_degree=59
export IMPL_path_max_fanout=20
export IMPL_ys_cells=529
export IMPL_rows=37
export IMPL_fp_util_pct=52.39
export IMPL_timing_hold_ws_ps=480.7
export IMPL_met1_length_mm=5.150
export IMPL_top_cell="dfrtp_1"
export IMPL_die_x_um=106.7
export IMPL_fin_crit_sh_pct=72.51
export IMPL_vias=3957
export IMPL_wl_met2_mm=4.525
export IMPL_antenna_found_initial=0
export IMPL_arrival_ps=2760
export IMPL_clock_tree_buffer_depth=2
export IMPL_synthArstFlopShare_pct=92.04
export IMPL_worst_slew_pin_transition_ps=808.4
export IMPL_antenna_cells=0
export IMPL_drtIter0Drc=199
export IMPL_yosys_area_mm2=0.005482
export IMPL_io_pins=10
export IMPL_htree_levels=4
export IMPL_drc_errors=0
export IMPL_hold_viol=0
export IMPL_slew_viol_final=0
export IMPL_wl_per_cell_um=14.45
export IMPL_power_leakage_uw=0.002793
export IMPL_maxCapViolCount=0
[critical path: stages (launching register included)]
cell and delay [ps]:
dfrtp_1 420, and3_4 210, a311oi_2 290, nand3_1 500, or4_1 670, a21oi_1 150
[final timing paths]
kind	depth (start not counted)	slack, ps	end	startpoint
min in group asynchronous	3	830	db1.count[8]	reset
max in group asynchronous	3	1850	db0.count[10]	reset
min	1	480	db2.count[17]	db2.count[17]
min reg2reg	1	480	db2.count[17]	db2.count[17]
max	5	880	db0.count[13]	db0.count[9]
max reg2reg	5	880	db0.count[13]	db0.count[9]
[cells in the final DEF, fill, tap and decap left out, types with 3 or more instances in the layout]
cell             instances
o21a_1                   5
dfrtp_1                 96
and2_1                  45
or3_1                   11
nor3_1                  12
a31o_2                   3
and4_1                   9
o21ai_0                 13
o31ai_1                  4
xor2_1                  14
dfstp_2                  8
nand3_1                 28
or4_1                    6
ha_1                     8
dfxtp_1                  9
o41ai_1                  5
buf_4                    9
mux2_2                   4
a31oi_1                  5
clkbuf_8                 3
nor4_1                  18
nand2b_1                 4
a21oi_1                 22
mux2i_1                  3
inv_1                   17
clkinv_2                 5
nand2_1                 33
clkbuf_16               16
and3_1                  11
clkbuf_1                 6
nand4_1                 18
clkdlybuf4s50_1          9
xnor2_1                 17
nor2_1                  39
a41o_1                   4
[metal layers]
metal / global-route usage (%) / up-vias
met5: 0 / -
li1: - / 1996
met4: 2.348 / 0
met1: 31.56 / 1902
met3: 5.456 / 9
met2: 30.51 / 50
[cells by family after synthesis]
logic type | after synthesis | share of synthesized area (%)
buffers and inverters | 32 | 2.260
multiplexers | 7 | 1.370
XOR/XNOR | 31 | 4.953
flip-flops | 113 | 50.95
AND/OR/NAND/NOR | 257 | 27.71
AND-OR/OR-AND | 81 | 10.93
adder cells (fa/ha/maj) | 8 | 1.826
[report_power, final]
group | internal [uW] | total [uW] | switching, uW
Sequential | 1460 | 1490 | 32.2
Combinational | 69.7 | 197 | 127
Clock | 1140 | 1740 | 602
Total | 2670 | 3430 | 761
[state kept, by name, summed over array words and instances (netlist names)]
register	cells
db0.count	24
db1.count	24
db2.count	24
db3.count	24
current_direction	5
direction_o	4
db0.button_out	1
db0.button_prev	1
db1.button_out	1
db1.button_prev	1
db2.button_out	1
db2.button_prev	1
db3.button_out	1
db3.button_prev	1
[final cells by class]
cell class | instances | area [um2] | area share (%)
flip-flops and latches | 113 | 2793 | 44.29
inverters | 18 | 71.32 | 1.131
multi-input cells | 384 | 2565 | 40.67
well taps | 136 | 170.2 | 2.698
repair buffers | 18 | 157.7 | 2.500
clock inverters | 7 | 85.08 | 1.349
clock buffers | 25 | 464.2 | 7.361
[metrics by stage]
stage               setup WS [ps]  util [%]  power, uW
floorplan                   438.6         -       1649
global placement            920.8     55.02       1715
detailed placement          873.9     55.02       1717
CTS                         877.3     60.27       3474
global route                688.2     60.27       3571
finish                      879.7     60.27       3432
Power and IR drop assume default switching activity.
