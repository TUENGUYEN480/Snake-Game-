==> design/flow/design.v <==
module apple_generator(
    input  logic clk_i,
    input  logic reset_i,
    input  logic apple_colline_o,        
    input  logic [4:0] lfsr_x,
    input  logic [4:0] lfsr_y,
    input  logic valid_apple,            
    output logic [4:0] rand_x,
    output logic [4:0] rand_y,
    output logic [9:0] apple_x,
    output logic [9:0] apple_y,
    output logic [8:0] apple_count
);
    typedef enum logic [1:0] {
        IDLE,
        GENERATE,
        CHECK
    } state_t;
    state_t state;
    logic [9:0] random_apple_x;
    logic [9:0] random_apple_y;
    assign random_apple_x = 35 + (rand_x * 30);
    assign random_apple_y = 45 + (rand_y * 30);
    always_ff @(posedge clk_i) begin
        if (reset_i) begin
            state       <= IDLE;
            apple_x     <= 10'd425;
            apple_y     <= 10'd135;
            apple_count <= 0;
        end else begin
            case (state)
                IDLE: begin
                    if (apple_colline_o) state <= GENERATE;
                end
                GENERATE: begin
                    rand_x <= lfsr_x % 19;
                    rand_y <= lfsr_y % 13;
                    state  <= CHECK;
                end
                CHECK: begin
                    if (valid_apple) begin
                        apple_x     <= random_apple_x;
                        apple_y     <= random_apple_y;
                        apple_count <= apple_count + 1;
                        state       <= IDLE;
                    end else begin
                        state <= GENERATE;  
                    end
                end
            endcase
        end
    end
endmodule
==> design/flow/run.sh <==
#!/bin/bash
# OpenROAD 26Q1-2900-gdf79404cd8, Yosys 0.63+post, stock flow scripts
make -C /OpenROAD-flow-scripts/flow DESIGN_CONFIG=/design/flow/config.mk WORK_HOME=/design/flow/orfs finish
==> design/flow/config.mk <==
export PLATFORM = sky130hd
export DESIGN_NAME = apple_generator
export DESIGN_NICKNAME = apple_generator
export VERILOG_FILES = /design/flow/design.v
export SDC_FILE = /design/flow/constraint.sdc
export NUM_CORES = 4
export LEC_CHECK = 1
export CORE_UTILIZATION = 30
==> design/flow/constraint.sdc <==
current_design apple_generator

set clk_period 6.3
set clk_io_pct 0.2

create_clock -name clk0 -period $clk_period [get_ports {clk_i}]

set non_clock_inputs [all_inputs -no_clocks]
set_input_delay [expr $clk_period * $clk_io_pct] -clock clk0 $non_clock_inputs
set_output_delay [expr $clk_period * $clk_io_pct] -clock clk0 [all_outputs]
==> out/qor.txt <==
insertion delay to the later sink of the worst-skew pair -> 0.29 ns
OpenROAD warning count -> 38
Post-CTS Resized -> 0
worst-margin pin slew -> 0.8968 ns
Avg WL per Cell -> 11.09 µm
cell count after synthesis -> 360
setup bufs post-CTS -> 0
Clock Tree Buf Depth -> 2
Hold Vio Cnt, Final -> 0
Slew Limit Fails -> 0
Final setup violation count -> 0
Die W -> 104.8 µm
Num CTS Buffers -> 5
DP HPWL -> 4752 µm
CTS sink cnt -> 40
global-route wire length before repair -> 10,270 µm
critical-path maximum fanout -> 8
WHS -> 0.4572 ns
Max Cap Violations -> 0
vias in the first global route -> 2,240
Initial DRC Count -> 58
Fmax achieved -> 280.1 MHz
worst path required time -> 6.34 ns
I/O pins -> 53
Async SR Flop Fraction -> 0%
DIE HEIGHT -> 104.8 µm
Yosys reg bits -> 40
share of cells above drive strength 1 -> 4.890%
1st-pass router iterations -> 4
Final Cycle Share -> 56.68%
Area growth syn-to-layout -> 23.69%
max_slew headroom -> 39.43%
hold crit path type -> flop to flop
synthesized cell area -> 3169 µm²
Clock Skew -> 0.006905 ns
TNS Setup -> 0 ns
RSZ-0062 raised after global routing -> false
die area -> 10,980 µm²
vias -> 2,501
Unique cell types -> 56
CP Class -> primary input to flop
biggest area cells -> dfxtp_1 19%, ha_1 14%, edfxtp_1 9.5%, fa_1 8.8%, inv_1 4.7%
largest net degree at the start of global routing -> 22
most area-hungry cell type in the Yosys netlist -> dfxtp_1
Ys Warns -> 1
most frequent logic cell in the layout -> clkdlybuf4s50_1
H-tree levels -> 2
leakage -> 1.601 nW
syn avg cell area -> 8.804 µm²
FP Core Util -> 30.84%
Max VDD drop -> 0.1232 mV
core area -> 10,280 µm²
number of flops mapped to enable cells by yosys -> 10
ys cells -> 360
initial antenna violation count -> 0
Top-area cell share -> 18.95%
routed wire length -> 6045 µm
crit path DAT -> 3.61 ns
Root Buffer -> clkbuf_8
clock slew at reported path FFs -> 0.08 ns
row cnt -> 37
CP Capture Type -> flop
Total GRT Usage -> 11.60%
status -> finished, final reports clean
final worst path period need -> 3.571 ns
ANT nets after route -> 0
crit path launch type -> primary input
IO buf count -> 50
hold_buf cts -> 0
via density per instance -> 4.589
GRT overflow -> 0
drt drc -> 0
register share after synthesis -> 28.42%
TritonCTS clock tree -> built
antenna cells -> 0
Pwr Density -> 183.4 nW/µm²
RePlAce Congestion -> 0.8390
Chip Area, Yosys -> 3169 µm²
Top Layout Cells -> 50 x clkdlybuf4s50_1, 40 x inv_1, 35 x ha_1, 33 x nand2_1, 30 x dfxtp_1
ys flop type -> dfxtp_1
[per-layer routing]
layer,vias to the layer above,wire [µm],global-route usage [%]
met2,60,2502,17.69
li1,1334,-,-
met4,0,12,0.7042
met5,-,0,0
met3,2,416,2.922
met1,1105,3113,17.77
[report_power, final]
| group | internal (mW) | total (mW) | switching, mW |
|---|---|---|---|
| registers | 0.272 | 0.278 | 0.00626 |
| clock network | 0.120 | 0.215 | 0.0953 |
| logic | 0.107 | 0.226 | 0.119 |
[cell families after synthesis]
group,after synthesis,share of synthesized area (%)
xor gates and xnor gates,23,6.356
other,1,0.1183
adders and majority gates,49,22.66
buffers and inverters,53,6.632
DFF,40,28.42
and+or+nand+nor,109,17.17
muxes,2,0.6711
AOI/OAI and AO/OA,83,17.96
[worst paths after layout]
path	from	end	slack, ns	cells after the start
worst max-delay path	lfsr_y[1]	rand_y[0]$_DFFE_PP_	2.73	6
worst min-delay path	apple_x[2]$_SDFFE_PP0P_	apple_x[2]$_SDFFE_PP0P_	0.46	2
worst max register to register	rand_x[0]$_DFFE_PP_	apple_x[9]$_SDFFE_PP0P_	2.81	9
worst min register to register	apple_x[2]$_SDFFE_PP0P_	apple_x[2]$_SDFFE_PP0P_	0.46	2
[registers in the layout (all words and copies together), names as in the netlist]
signal / count
apple_y: 9
apple_count: 9
rand_y: 5
state: 3
apple_x: 9
rand_x: 5
[per-stage QoR]
| step | std cells | setup slack, ns | power [mW] | cell area (µm²) | utilization (%) |
|---|---|---|---|---|---|
| 6_report | 545 | 2.729 | 0.7190 | 3920 | 38.14 |
| 2_1_floorplan | 361 | 3.003 | 0.4569 | 3173 | - |
| 3_3_place_gp | 537 | 2.522 | 0.5086 | 3806 | 37.03 |
| 3_5_place_dp | 537 | 2.477 | 0.5104 | 3806 | 37.03 |
| 5_1_grt | 545 | 2.499 | 0.7750 | 3920 | 38.14 |
| 4_1_cts | 545 | 2.787 | 0.7297 | 3920 | 38.14 |
[area by class of cell]
cell class / count / area, µm²
clock inverter: 3 / 45.04
multi-input combinational: 268 / 2062
tap: 136 / 170.2
fill: 1030 / 6357
sequential: 40 / 900.9
inverter: 40 / 150.1
clock buffer: 5 / 68.82
timing repair buffer: 53 / 523.0
[cells in the mapped netlist, types with 6 or more instances]
cell,count
a21oi_1,19
clkbuf_1,10
dfxtp_1,30
edfxtp_1,10
fa_1,14
ha_1,35
inv_1,40
nand2_1,33
nor2_1,28
nor2b_1,7
o211ai_1,6
o21ai_0,20
or3_1,7
xnor2_1,12
xor2_1,11
[worst max-delay path: stages]
cell and delay, ns:
clkdlybuf4s50_1 0.55, o21a_1 0.25, ha_1 0.29, o41ai_1 0.83, o21ai_1 0.25, xnor2_1 0.19
Power figures rest on the tool's default switching activity, not on a simulated workload.
